## design/flow/design.v

```verilog
module CACHE (
	input wire CLK,
	input wire RSTn,
	input wire [31:0] MEM_Inst,
	input wire [11:0] CACHE_ADDR_IN,
	input wire [31:0] CACHE_MEM_RD2,
	input wire [127:0] DMEM_CACHE_data,
	input wire MEM_isBubble,
	output reg [9:0] CACHE_ADDR_OUT,
	output reg [31:0] CACHE_DOUT,
	output reg [127:0] CACHE_DMEM_data,
	output reg CACHE_DMEM_WEN,
	output reg CACHE_DMEM_CSN,
	output reg CACHE_stall
	);
	reg [135:0] CACHE_struct[0:7];
	wire [6:0] tag;
	wire [2:0] index;
	wire [1:0] offset;
	wire [135:0] CACHE_line;
	wire [31:0] data_out;
	wire HIT_check;
	reg [3:0] cycle_count;
	reg [1:0] CACHE_mode;
	initial begin
		CACHE_struct[0] <= 0;
		CACHE_struct[1] <= 0;
		CACHE_struct[2] <= 0;
		CACHE_struct[3] <= 0;
		CACHE_struct[4] <= 0;
		CACHE_struct[5] <= 0;
		CACHE_struct[6] <= 0;
		CACHE_struct[7] <= 0;
		cycle_count <= 0;
		CACHE_stall <= 0;
		CACHE_mode <= 0;
		CACHE_DMEM_CSN <= 1;
		CACHE_DMEM_WEN <= 1;
	end
	assign tag = CACHE_ADDR_IN[11:5];
	assign index = CACHE_ADDR_IN[4:2];
	assign offset = CACHE_ADDR_IN[1:0];
	assign CACHE_line = CACHE_struct[index];
	assign HIT_check = ((CACHE_line[135] == 1) && (CACHE_line[134:128] == tag));
	assign data_out = (offset == 2'b00) ? CACHE_line[127:96] : (offset == 2'b01) ? CACHE_line[95:64] : (offset == 2'b10) ? CACHE_line[63:32] : CACHE_line[31:0];
	assign CACHE_ADDR_OUT = CACHE_ADDR_IN[11:2];
	assign CACHE_DMEM_data = CACHE_line[127:0];
	always @(negedge CLK) begin
		if (RSTn && (MEM_isBubble == 0) && ((MEM_Inst[6:0] == 7'b0000011) || (MEM_Inst[6:0] == 7'b0100011))) begin
			if (cycle_count > 0) begin
				cycle_count <= cycle_count - 1;
				CACHE_DMEM_CSN <= 1;
			end
			else if ((CACHE_mode == 2'b00) && (cycle_count == 0)) begin
				if (MEM_Inst[6:0] == 7'b0000011) begin
					if (HIT_check == 1) begin
						CACHE_DOUT <= data_out;
						CACHE_stall <= 0;
						CACHE_DMEM_WEN <= 1;
					end
					else begin
						CACHE_mode <= 2'b01;
						cycle_count <= 4'b1000;
						CACHE_stall <= 1;
						CACHE_DMEM_WEN <= 1;
						CACHE_DMEM_CSN <= 0;
					end
				end
				else if (MEM_Inst[6:0] == 7'b0100011) begin
					if (HIT_check == 1) begin
						if (offset == 2'b00) begin
							CACHE_struct[index][135] <= CACHE_line[135];
							CACHE_struct[index][134:128] <= CACHE_line[134:128];
							CACHE_struct[index][127:0] <= {CACHE_MEM_RD2, CACHE_line[95:0]};
						end
						else if (offset == 2'b01) begin
							CACHE_struct[index][135] <= CACHE_line[135];
							CACHE_struct[index][134:128] <= CACHE_line[134:128];
							CACHE_struct[index][127:0] <= {CACHE_line[127:96], CACHE_MEM_RD2, CACHE_line[63:0]};
						end
						else if (offset == 2'b10) begin
							CACHE_struct[index][135] <= CACHE_line[135];
							CACHE_struct[index][134:128] <= CACHE_line[134:128];
							CACHE_struct[index][127:0] <= {CACHE_line[127:64], CACHE_MEM_RD2, CACHE_line[31:0]};
						end
						else if (offset == 2'b11) begin
							CACHE_struct[index][135] <= CACHE_line[135];
							CACHE_struct[index][134:128] <= CACHE_line[134:128];
							CACHE_struct[index][127:0] <= {CACHE_line[127:32], CACHE_MEM_RD2};
						end
						CACHE_mode <= 2'b10;
						cycle_count <= 4'b0111;
						CACHE_stall <= 1;
						CACHE_DMEM_WEN <= 0;
						CACHE_DMEM_CSN <= 0;
					end
					else begin
						CACHE_mode <= 2'b11;
						cycle_count <= 4'b1000;
						CACHE_stall <= 1;
						CACHE_DMEM_WEN <= 1;
						CACHE_DMEM_CSN <= 0;
					end
				end
			end
			else if ((CACHE_mode == 2'b01) && (cycle_count == 0)) begin
				CACHE_struct[index][135] <= 1;
				CACHE_struct[index][134:128]  <= tag;
				CACHE_struct[index][127:0] <= DMEM_CACHE_data;
				if (offset == 2'b00) begin
					CACHE_DOUT <= DMEM_CACHE_data[127:96];
				end
				else if (offset == 2'b01) begin
					CACHE_DOUT <= DMEM_CACHE_data[95:64];
				end
				else if (offset == 2'b10) begin
					CACHE_DOUT <= DMEM_CACHE_data[63:32];
				end
				else if (offset == 2'b11) begin
					CACHE_DOUT <= DMEM_CACHE_data[31:0];
				end
				CACHE_mode <= 2'b00;
				CACHE_stall <= 0;
			end
			else if ((CACHE_mode == 2'b10) && (cycle_count == 0)) begin
				CACHE_mode <= 2'b00;
				CACHE_stall <= 0;
				CACHE_DMEM_WEN <= 1;
			end
			else if ((CACHE_mode == 2'b11) && (cycle_count == 0)) begin
				if (offset == 2'b00) begin
					CACHE_struct[index][135] <= 1;
					CACHE_struct[index][134:128]  <= tag;
					CACHE_struct[index][127:0] <= {CACHE_MEM_RD2, CACHE_line[95:0]};
				end
				else if (offset == 2'b01) begin
					CACHE_struct[index][135] <= 1;
					CACHE_struct[index][134:128]  <= tag;
					CACHE_struct[index][127:0] <= {CACHE_line[127:96], CACHE_MEM_RD2, CACHE_line[63:0]};
				end
				else if (offset == 2'b10) begin
					CACHE_struct[index][135] <= 1;
					CACHE_struct[index][134:128]  <= tag;
					CACHE_struct[index][127:0] <= {CACHE_line[127:64], CACHE_MEM_RD2, CACHE_line[31:0]};
				end
				else if (offset == 2'b11) begin
					CACHE_struct[index][135] <= 1;
					CACHE_struct[index][134:128]  <= tag;
					CACHE_struct[index][127:0] <= {CACHE_line[127:32], CACHE_MEM_RD2};
				end
				CACHE_mode <= 2'b10;
				cycle_count <= 4'b0111;
				CACHE_DMEM_WEN <= 0;
				CACHE_DMEM_CSN <= 0;
			end
		end
		else begin
			CACHE_stall <= 0;
			CACHE_DMEM_WEN <= 1;
			CACHE_mode <= 0;
			cycle_count <= 0;
			CACHE_DMEM_CSN <= 1;
		end
	end
endmodule
```

## design/flow/run.sh

```bash
#!/bin/bash
# OpenROAD 26Q1-2900-gdf79404cd8, Yosys 0.63+post, stock flow scripts
make -C /OpenROAD-flow-scripts/flow DESIGN_CONFIG=/design/flow/config.mk WORK_HOME=/design/flow/orfs finish
```

## design/flow/config.mk

```make
export PLATFORM = sky130hd
export DESIGN_NAME = CACHE
export DESIGN_NICKNAME = CACHE
export VERILOG_FILES = /design/flow/design.v
export SDC_FILE = /design/flow/constraint.sdc
export NUM_CORES = 4
export LEC_CHECK = 1
export CORE_UTILIZATION = 30
```

## design/flow/constraint.sdc

```tcl
current_design CACHE

set clk_period 41.7
set clk_io_pct 0.2

create_clock -name clk0 -period $clk_period [get_ports {CLK}]

set non_clock_inputs [all_inputs -no_clocks]
set_input_delay [expr $clk_period * $clk_io_pct] -clock clk0 $non_clock_inputs
set_output_delay [expr $clk_period * $clk_io_pct] -clock clk0 [all_outputs]
```

==> summary.txt <==
fresh numbers from the pnr run: Synth Area per Inst=15.2 um^2, drt total wl=177000 um, max-cap check violation count=0, hold path cells=2, Placement Rows=145, crit start category=input pin, clk slew on worst S/H paths=approximately 0.03 ns, Flops after synth=1129, critical path endpoint category=register, Log Warnings=1052, Mux area share=0.0841, worst setup path end=CACHE_struct[1][63]$_DFFE_NP_, Die Y=401 um, yosys stat area=47700 um^2, Post-synth EDFFs=1120, yosys synthesis warning count=3, Cell Area, Synth=47700 um^2, Top non-seq family=AND-OR/OR-AND gates, Final ANT Viol Nets=0, Top cells by area=edfxtp_1 (71%), a22oi_1 (7.0%), mux4_2 (3.7%), DP HPWL=107000 um, global-route usage over all layers=0.233, Via density=5.23, crit-path max cell delay=0.72 ns, clock buffer depth=3, class of the worst hold path=register to register, Cell Pwr Density=~48 nW/um^2, Area leader share=0.706, fraction of registers with async set/reset=0, r2r setup slk=36.58 ns, status=finished clean, Cell Type Count=roughly 58, Setup TNS=0 ns, CORE AREA=157000 um^2, total CTS buffers=114, post-layout util=0.395, CP arrival=approximately 14 ns, worst-path cell chain=buf_4, buf_4, and2_1, a22oi_1, a21oi_1, o221ai_1, or4_1, nor3_4, buf_4, buf_4, mux2i_1, a21oi_1, Final Wtd Congestion=between 0.8 and 0.9, area leader, netlist=edfxtp_1, post-cts repair resize count=0, adder and majority gate portion of the synthesized area=0.000263, die width=401 um, CTS tree=done, AND-OR/OR-AND share of the synthesized area=0.125, Fin Clk Skew=~0.051 ns, Finish-stage setup viols=0, CP required=21.25 ns, drt first pass iters=7, Clock Sinks=1129, # port buffers=354, die area=160000 um^2, Synth Flop Type=edfxtp_1, vias=35100, DR iter-0 viols=2380, initial antenna violation count=19, final hold vios=0, critical path class=input pin to register, Max-Slew Margin vs Limit=0.305, Worst Path Max Fanout=33, Root Driver=clkbuf_16, Critical R2R Launch=cycle_count[0]$_SDFFE_NN0P_, sequential-to-total area share from yosys stat=0.710, GRT overflow=0, FP Util=0.304, Insertion Delay late pin=between 0.7 and 0.8 ns, Pleak=24.3 nW, CP Launch Point=CACHE_ADDR_IN[2], cts hold-fix bufs=0, H-tree levels=3, simple share=0.0560, unrepaired setup endpoints after global routing=false, post-DR wirelength/cell=26.4 um, layout cells sized above 1=0.101, Post-CTS Repair Setup Buffers=0, dominant logic cell types in the final layout=inv_1 (1176), edfxtp_1 (1120), a22oi_1 (447), Gate Count Post-Synth=around 3100, IO Pins=380, worst-margin pin slew=1.04 ns, DRC=0, crit-path most repeated cell=buf_4, r2r endpoint=CACHE_struct[7][27]$_DFFE_NP_, first-pass GRT wire length=251000 um, reg2reg path depth=12, Slew Viols, Final=0, worst IR drop on VDD=about 0.036 mV, number of cells in Yosys stat=around 3100, largest net degree at the start of global routing=96, Area growth, synth to finish=30.0%, Slowest-stage cell, CP=nor3_4, dominant logic cell type in the layout=inv_1, XOR/XNOR Area Share=0.000551, vias in the first global route=~38000
flip-flops by register name, indices dropped and copies added, names as in the netlist:
signal,count
CACHE_DMEM_WEN,1
CACHE_DMEM_CSN,1
cycle_count,4
CACHE_struct,1088
CACHE_DOUT,32
CACHE_stall,1
CACHE_mode,2
layer usage:
metal	vias to the layer above	routed length, um	global-route usage
met3	311	34200	0.215
met5	-	858	0.0538
met2	2460	76700	0.312
met1	16700	60400	0.253
met4	37	5160	0.0881
li1	15600	-	-
kinds of logic (layout without fill, tap and decap cells):
family,Yosys count,after routing
compound gates,849,849
xor+xnor,3,3
fa+ha+maj,1,1
buf+inv,293,1814
flops,1129,1129
mux,295,295
other cells,0,7
simple gates,555,555
power breakdown:
part,leakage (nW),total [W],internal [W],switching (W)
combinational,6.15,0.000227,0.0000861,0.000140
clock,8.02,0.00148,0.000774,0.000710
sequential,10.1,0.00127,0.00127,0.00000000723
through the flow:
stage / setup WS (ns) / total power, W / cells / area (um^2) / hold slack, ns
2_1_floorplan: 0.658 / 0.00154 / 3125 / 47700 / 0.432
3_3_place_gp: 6.86 / 0.00167 / 5364 / 53700 / 0.460
3_5_place_dp: 6.85 / 0.00167 / 5364 / 53700 / 0.473
4_1_cts: 7.56 / 0.00302 / 6704 / 61900 / 0.477
5_1_grt: 7.20 / 0.00317 / 6710 / 62000 / 0.498
6_report: 7.40 / 0.00298 / 6711 / 62000 / 0.477
cell usage after synthesis (2+ instances only):
master,instances
xnor2_1,2
and4_1,3
dfxtp_1,9
nand2_1,154
a22oi_1,447
or2_2,2
clkbuf_1,232
and2_1,5
buf_2,8
o221ai_1,12
o32ai_1,12
mux2_2,63
nor3_1,49
mux4_2,78
edfxtp_1,1120
nor2b_1,49
nand3_1,11
a211oi_1,5
nor4_1,4
a31oi_1,3
a21o_1,3
or3_1,4
nand4_1,88
o2111ai_1,14
o211a_1,3
inv_1,13
a221o_1,36
a221oi_1,32
nand2b_1,15
a22o_1,9
and3_1,7
o22ai_1,35
buf_1,23
mux2i_1,154
o21ai_0,86
nor2_1,154
or4_1,2
a21oi_1,144
buf_6,2
buf_4,14
nor3b_1,2
cell type report:
class	count	area, um^2
Clock inverter	1227	5350
Fill cell	14000	95000
Multi-Input combinational cell	1703	12800
Tap cell	2058	2570
Timing Repair Buffer	460	4450
Clock buffer	114	2850
Inverter	13	48.8
Sequential cell	1129	33800
Antenna cell	7	17.5
worst max-delay path, delay by kind of cell:
| kind | cells | cell delay (ns) |
|---|---|---|
| AOI/OAI and AO/OA | 4 | 1.42 |
| and+or+nand+nor | 3 | 2.03 |
| buffers and inverters | 4 | 1.83 |
| muxes | 1 | 0.16 |
worst min path at each step:
stage | startpoint | endpoint | slack, ns
CTS | cycle_count[0]$_SDFFE_NN0P_ | cycle_count[0]$_SDFFE_NN0P_ | 0.48
finish | cycle_count[0]$_SDFFE_NN0P_ | cycle_count[0]$_SDFFE_NN0P_ | 0.48
global route | cycle_count[1]$_SDFFE_NN0P_ | cycle_count[1]$_SDFFE_NN0P_ | 0.50
No activity file was given, so power comes from the tool's default toggle rates.
