`design/flow/config.mk`:
```
export PLATFORM = sky130hd
export DESIGN_NAME = IMM
export DESIGN_NICKNAME = IMM
export VERILOG_FILES = /design/flow/design.v
export SDC_FILE = /design/flow/constraint.sdc
export NUM_CORES = 4
export LEC_CHECK = 1
export CORE_AREA = 10 10 70 70
export DIE_AREA = 0 0 80 80
```
`design/flow/constraint.sdc`:
```
current_design IMM

set clk_period 2.7
set clk_io_pct 0.2

create_clock -name clk0 -period $clk_period

set non_clock_inputs [all_inputs -no_clocks]
set_input_delay [expr $clk_period * $clk_io_pct] -clock clk0 $non_clock_inputs
set_output_delay [expr $clk_period * $clk_io_pct] -clock clk0 [all_outputs]
```
`design/flow/design.v`:
```
module IMM (
	input wire [31:0] inst,
	output reg [31:0] imm_value
	);
	always @(*) begin
		if (inst[6:0] == 7'b0110111) begin
			imm_value[31:12] = inst[31:12];
			imm_value[11:0] = 12'b000000000000;
		end
		else if (inst[6:0] == 7'b0010111) begin
			imm_value[31:12] = inst[31:12];
			imm_value[11:0] = 12'b000000000000;
		end
		else if (inst[6:0] == 7'b1101111) begin
			imm_value[20] = inst[31];
			imm_value[19:12] = inst[19:12];
			imm_value[11] = inst[20];
			imm_value[10:1] = inst[30:21];
			imm_value[0] = 1'b0;
			if (imm_value[20] == 1'b1) begin
				imm_value[31:21] = 11'b11111111111;
			end
			else if (imm_value[20] == 1'b0) begin
				imm_value[31:21] = 11'b00000000000;
			end
		end
		else if (inst[6:0] == 7'b1100111) begin
			imm_value[11:0] = inst[31:20];
			if (imm_value[11] == 1'b1) begin
				imm_value[31:12] = 20'b11111111111111111111;
			end
			else if (imm_value[11] == 1'b0) begin
				imm_value[31:12] = 20'b00000000000000000000;
			end
		end
		else if (inst[6:0] == 7'b1100011) begin
			imm_value[12] = inst[31];
			imm_value[11] = inst[7];
			imm_value[10:5] = inst[30:25];
			imm_value[4:1] = inst[11:8];
			imm_value[0] = 1'b0;
			if (imm_value[12] == 1'b1) begin
				imm_value[31:13] = 19'b1111111111111111111;
			end
			else if (imm_value[12] == 1'b0) begin
				imm_value[31:13] = 19'b0000000000000000000;
			end
		end
		else if (inst[6:0] == 7'b0000011) begin
			imm_value[11:0] = inst[31:20];
			if (imm_value[11] == 1'b1) begin
				imm_value[31:12] = 20'b11111111111111111111;
			end
			else if (imm_value[11] == 1'b0) begin
				imm_value[31:12] = 20'b00000000000000000000;
			end
		end
		else if (inst[6:0] == 7'b0100011) begin
			imm_value[11:5] = inst[31:25];
			imm_value[4:0] = inst[11:7];
			if (inst[31] == 1'b1) begin
				imm_value[31:12] = 20'b11111111111111111111;
			end
			else if (inst[31] == 1'b0) begin
				imm_value[31:12] = 20'b00000000000000000000;
			end
		end
		else if (inst[6:0] == 7'b0010011) begin
			imm_value[11:0] = inst[31:20];
			if (inst[31] == 1'b1) begin
				imm_value[31:12] = 20'b11111111111111111111;
			end
			else if (inst[31] == 1'b0) begin
				imm_value[31:12] = 20'b00000000000000000000;
			end
		end
		else begin
			imm_value[31:0] = 0;
		end
	end
endmodule
```
`design/flow/run.sh`:
```
#!/bin/bash
# OpenROAD 26Q1-2900-gdf79404cd8, Yosys 0.63+post, stock flow scripts
make -C /OpenROAD-flow-scripts/flow DESIGN_CONFIG=/design/flow/config.mk WORK_HOME=/design/flow/orfs finish
```
==> impl_metrics.py <==
# Auto-generated metrics
metrics = {
    "placed_design": {
        "postPlaceCellArea_um2": 1260,
        "port_buffers": 64,
        "hpwl_um": 2330,
        "gp_congestion": 0.729,
    },
    "synth": {
        "synth.largest_area_cell": "mux2_2",
        "synth_cell_types": 26,
        "syn_area_per_cell_um2": 8.07,
        "top_cells_by_area": "mux2_2 19%, a21o_1 18%, and2_1 8.0%",
        "synth_warnings": 1,
        "synth-cells-yosys": 58,
        "synth.top_cell.area_share": 0.193,
        "yosys_area_um2": 468,
        "syn-cell-area_um2": 468,
        "netlist_instances": 58,
        "synth_seq_share": 0,
    },
    "sta": {
        "setup_violations": 1,
        "rsz0062_at_grt": "true",
        "tightestPinTransition_ns": 0.290,
        "finalCritPeriodShare": 1.02,
        "fmax_mhz": 364,
        "slew-limit-headroom": 0.806,
        "drv_slew": 0,
        "setup_ws_ns": -0.0439,
        "finalCriticalPeriod_ns": 2.74,
        "hold_viol_final": 0,
    },
    "cells_and_area": {
        "clock_buffers": 0,
        "mi_logic_area_um2": 562,
        "flop_area_um2": 0,
        "drive_gt1_frac": 0.371,
        "flops": 0,
        "fill_cells": 359,
        "areaGrowthSynthToFinish_pct": 212,
        "fin_area_um2": 1460,
    },
    "cts": {
        "hold_buffers": 0,
    },
    "grt": {
        "grt_util_met1": 0.0937,
        "grt_pass1_vias": 872,
        "grt_first_pass_wirelength_um": 4150,
        "grt_busiest_layer": "met2",
        "gr-usage-all-layers": 0.0788,
        "antenna_found_initial": 0,
        "grt_max_degree": 13,
        "grt_util_met3": 0.0364,
        "grt.met2_usage": 0.134,
        "overflow": 0,
    },
    "detailed_routing": {
        "vias_per_cell": 4.19,
        "drc": 0,
        "dr.pass1.iters": 4,
        "drt_iter0_drc": 26,
        "diodes": 0,
        "finalWirelength_um": 2890,
        "vias": 792,
        "postRouteAntennaNets": 0,
        "wl_per_cell_um": 15.3,
    },
    "run": {
        "maxCapViolations": 0,
        "warning_count": 34,
    },
    "worst_setup_path": {
        "crit_fanout": 6,
        "crit_slowest_cell": "clkdlybuf4s50_1",
        "worstPathArrival_ns": 2.20,
        "crit_buf_inv": 2,
        "critPathCaptureType": "output pin",
        "critPathLaunchType": "primary input",
        "slowest_delay_ns": 0.48,
        "cp_top_family": "simple AND/OR/NAND/NOR gates",
        "crit_type": "primary input to output pin",
        "path_cells": "buf_6 > nand4bb_4 > or3_4 > a21boi_4 > mux2_2 > clkdlybuf4s50_1",
        "required_ns": 2.16,
    },
    "floorplanning": {
        "die_h_um": 80,
        "placementRows": 21,
        "io_pins": 64,
        "dieArea_um2": 6400,
        "die_width_um": 80,
        "core_um2": 3420,
        "fp_util": 0.137,
    },
    "run_status": {
        "violations": "setup timing",
        "run_status": "finished with violations",
    },
    "pwr": {
        "ir_worst_vdd_mv": 0.0339,
        "power.density_nw_per_um2": 80.2,
        "p_total_uw": 117,
        "total_leakage_power_uw": 0.000921,
    },
    "min_path": {
        "min_path_type": "primary input to output pin",
    },
}
-- placed cells by master (no fill, tap or decap) --
cell              n
nand3_1           1
or2_1             1
a22o_1            4
o21a_1            1
a211o_4           1
nand2_4           1
dlymetal6s2s_1   11
and2_4            3
a221o_1           1
nand2_1           1
nor2_2            1
nand4bb_4         2
a2bb2oi_1         1
mux2_4            5
buf_2             3
nand2_2           1
nor2_1            1
nor3_2            1
a21oi_2           1
and2_1            3
clkdlybuf4s50_1  35
nand2_8           1
mux2_2            3
clkdlybuf4s15_1   3
clkbuf_2          2
buf_6            10
mux2i_1           1
a21o_1           11
or3_4             2
buf_4            13
nand2b_4          1
o21ai_0           1
o32ai_1           1
dlygate4sd2_1     9
inv_1             2
nand2b_1          2
a21boi_4          2
-- what timing repair did --
item	CTS	global route
pin swaps	5	11
setup endpoints to repair	32	29
buffers inserted	4	5
gates cloned	1	0
gates resized	37	41
-- final cells by class --
class                      count  area share
timing repair buffer          86       0.570
multi-input combinational     55       0.385
inverter                       2     0.00515
tap                           46      0.0395
-- power by group --
group | total, uW | switching, uW | internal (uW)
sequential | 0 | 0 | 0
combinational | 117 | 36.3 | 80.6
clock | 0 | 0 | 0
-- per-layer routing --
| metal | up-vias | share of wire |
|---|---|---|
| met4 | 0 | 0 |
| li1 | 394 | - |
| met3 | 0 | 0.12 |
| met2 | 37 | 0.48 |
| met5 | - | 0 |
| met1 | 361 | 0.40 |
-- through the flow --
stage	std cells	util	hold WS, ns	setup slack (ns)	setup TNS [ns]
6_report	189	0.427	1.73	-0.0439	-0.0439
5_1_grt	189	0.427	1.77	-0.123	-0.469
4_1_cts	185	0.388	1.76	-0.133	-2.08
3_3_place_gp	180	0.368	2.06	-0.423	-11.58
2_1_floorplan	58	-	1.13	0.612	0
3_5_place_dp	180	0.368	2.05	-0.456	-12.33
-- cells in the mapped netlist (all sizes together) --
cell type   n
mux2        8
clkbuf      1
a21boi      1
or3         2
a221o       1
a211o       1
or2         1
mux2i       1
nand2b      3
a22o        4
a2bb2oi     1
nand4bb     2
nor2        2
inv         2
nand3       1
buf         1
o32ai       1
a21o       11
o21a        1
nand2       4
o21ai       1
nor3        1
and2        6
a21oi       1
-- worst min-delay path: stages --
cell and delay, ns:
clkdlybuf4s50_1 0.45, a22o_1 0.11, dlymetal6s2s_1 0.09
-- cell families (layout without fill, tap and decap cells) --
kind of cell / Yosys count / in the layout / share of synthesized area
buffers and inverters: 4 / 88 / 0.0481
AND/OR/NAND/NOR: 22 / 22 / 0.324
AND-OR/OR-AND: 23 / 24 / 0.414
multiplexers: 9 / 9 / 0.214
-- final timing paths --
kind	to	slack, ns	cells after the start	from
setup / recovery	imm_value[19]	-0.04	6	inst[2]
hold / removal	imm_value[2]	1.73	3	inst[9]
Power and IR drop assume default switching activity.
